File: design/flow/config.mk
export PLATFORM = sky130hd
export DESIGN_NAME = up_counter
export DESIGN_NICKNAME = up_counter
export VERILOG_FILES = /design/flow/design.v
export SDC_FILE = /design/flow/constraint.sdc
export NUM_CORES = 4
export LEC_CHECK = 1
export CORE_AREA = 10 10 70 70
export DIE_AREA = 0 0 80 80
File: design/flow/run.sh
#!/bin/bash
# OpenROAD 26Q1-2900-gdf79404cd8, Yosys 0.63+post, stock flow scripts
make -C /OpenROAD-flow-scripts/flow DESIGN_CONFIG=/design/flow/config.mk WORK_HOME=/design/flow/orfs finish
File: design/flow/design.v
module up_counter (
    output reg [7:0] out,  
    input  wire enable,    
    input  wire clk,       
    input  wire reset      
);
    always_ff @(posedge clk) begin
        if (reset) begin
            out <= 8'b0;  
        end else if (enable) begin
            out <= out + 1;  
        end
    end
endmodule
File: design/flow/constraint.sdc
current_design up_counter

set clk_period 1.9
set clk_io_pct 0.2

create_clock -name clk0 -period $clk_period [get_ports {clk}]

set non_clock_inputs [all_inputs -no_clocks]
set_input_delay [expr $clk_period * $clk_io_pct] -clock clk0 $non_clock_inputs
set_output_delay [expr $clk_period * $clk_io_pct] -clock clk0 [all_outputs]
==> metrics.yaml <==
outcome:
  status: "completed"
global_route:
  antenna_found_initial: 0
  grt_pass1_vias: 309
  grt_start_max_net_pins: 9
  grt_pass1_wl_mm: 1.34
  grt_usage_pct: 2.70
  grt-ovfl-total: 0
clock_network:
  cts_sinks: 8
  cts_buffers: 3
  postCtsSetupRepairBufs: 0
  clk_latency_ns: 0.25
  clock_path_buffers: 2
  cts_root_buffer: "clkbuf_4"
  ctsHoldBuffers: 0
  cts_max_level: 1
  cts_resized: 0
  cts_tree: "done"
  clk_pin_slew_ns: 0.05
final_timing:
  timing.final.crit_period_ns: 1.59
  finalCritPeriodShare_pct: 83.7
  fmax_mhz: 629
  tightest_slew_ns: 0.286
  drv_slew: 0
  rsz0062_at_grt: "false"
  fin_skew_ns: 0.000596
  finalHoldViolations: 0
  setup-tns-final_ns: 0
  finalSetupViolCount: 0
  slew-limit-headroom_pct: 80.9
route:
  wl_per_cell_um: 8.39
  dr.pass1.iters: 4
  antennaDiodeCount: 0
  routed_wl_um: 789
  via_count: 305
  ant_nets: 0
  drtIter0Drc: 17
  drcViolationCount: 0
  viasPerCell: 3.24
power_and_ir_drop:
  p_clk_share_pct: 38.4
  p_sw_uw: 70.5
  seqPwrFrac_pct: 53.8
  p_leak_uw: 0.000174
  switching_share_pct: 21.2
  powerDensity_nw_per_um2: 654
  internal-power_uw: 262
  combPwrFrac_pct: 7.9
  vdd_drop_max_v: 0.000377
critical_path:
  worstPathCellList: "clkdlybuf4s50_1"
  crit_buf_inv: 1
  reg2reg_slack_ns: 0.60
  start_kind: "flip-flop"
  worst-path-max-fanout: 6
  cp_top_family: "buffers and inverters"
  end_kind: "primary output"
  crit_slowest_cell: "clkdlybuf4s50_1"
  worstSetupPathType: "reg2out"
  arrival_ns: 1.21
  worstPathRequired_ns: 1.52
  worstSetupPathDepth: 1
  max_stage_delay_ns: 0.52
  rr_worst_depth: 4
yosys:
  netlist-cell-type-count: 15
  ys_chip_area_sq_um: 339
  synth_area_sq_um: 339
  ys_seq_share_pct: 47.2
  ys_top_cells_by_area: "dfxtp_1, xor2_1, nor2_1"
  yosys_cells: 37
  yosys.area.top_type: "dfxtp_1"
  syn_area_per_cell_sq_um: 9.16
  syn_inst: 37
  ys.flops: 8
  synth_warnings: 1
  yosysTopAreaCellShare_pct: 47.2
job:
  timing.max_cap.violations: 0
  warning_count: 25
floorplan:
  die_width_um: 80
  die-area_sq_um: 6400
  coreArea_sq_um: 3420
  fp_util_pct: 9.93
  rows: 21
  io_pins: 11
  fp.dieH_um: 80
place:
  io_buffers: 10
  gp_congestion: 0.740
min_path:
  hold_depth: 2
  hold_path.class: "reg2reg"
final_layout:
  largest_register_ffs: 8
  post-route-util_pct: 14.9
  syn2layout_area_growth_pct: 49.8
  layout-drive-gt1-share_pct: 8.33
  reg.largest.list: "out x8"
  top_register: "out"
[layer usage]
metal / track usage [%] / vias up / wire length (um)
li1: - / 153 / -
met1: 3.97 / 132 / 488
met2: 2.65 / 20 / 183
met3: 2.50 / 0 / 117
met4: 0.352 / 0 / 0
met5: 0 / - / 0
[cells in the mapped netlist]
cell type and instances:
nand3_1 2, nand2_1 2, xnor2_1 1, buf_4 1, nor2_1 5, dfxtp_1 8, or3_1 3, mux2i_1 1
nand4_2 1, a21oi_1 3, nand4_1 2, o21ai_0 3, buf_1 1, xor2_1 3, ha_1 1
[through the flow]
stage,hold slack [ns],std cells,total power (uW),cell area [sq um],setup WS (ns)
2_1_floorplan,0.445,37,195,339,0.746
3_3_place_gp,0.484,91,208,485,0.192
3_5_place_dp,0.503,91,208,485,0.150
4_1_cts,0.520,94,340,508,0.299
5_1_grt,0.540,94,360,508,0.232
6_report,0.517,94,332,508,0.310
[worst reg2reg max path: cells and delay by family (launching register included)]
family                   cells  cell delay, ns
AND-OR/OR-AND                1            0.14
adder cells (fa/ha/maj)      1            0.22
flip-flops                   1            0.40
AND/OR/NAND/NOR              2            0.47
[final timing paths]
path                from     end
hold reg to reg   out[6]  out[6]
hold / removal    out[6]  out[6]
setup reg to reg  out[0]  out[6]
setup / recovery  out[3]  out[3]
[cells in the final DEF (no fill, tap or decap), types with 2 or more instances in the layout]
master and count:
o21ai_0 3, nand2_1 2, dfxtp_1 8, clkdlybuf4s50_1 10, or3_1 3, a21oi_1 3, nand4_1 2, nor2_1 5
nand3_1 2, clkbuf_4 3, xor2_1 3
[cells by family after synthesis]
family	synth area share [%]
multiplexers	2.95
adder cells (fa/ha/maj)	3.69
AND/OR/NAND/NOR	23.6
buffers and inverters	3.32
flip-flops	47.2
AND-OR/OR-AND	8.85
XOR/XNOR	10.3
[power groups by stage]
stage	Combinational, uW	Sequential [uW]	Clock, uW
after global routing	30.2	179	150
after CTS	26.6	178	134
final	26.2	179	127
[area by class of cell]
cell class / instances / area (sq um)
Tap cell: 46 / 57.6
Multi-Input combinational cell: 27 / 168
Timing Repair Buffer: 10 / 100
Fill cell: 388 / 2910
Sequential cell: 8 / 160
Clock buffer: 3 / 22.5
Power figures rest on the tool's default switching activity, not on a simulated workload.
